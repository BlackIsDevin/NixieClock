$ cat design/flow/constraint.sdc
current_design ClockStateStorage

set clk_period 5.0
set clk_io_pct 0.2

create_clock -name clk0 -period $clk_period [get_ports {clk}]

set non_clock_inputs [all_inputs -no_clocks]
set_input_delay [expr $clk_period * $clk_io_pct] -clock clk0 $non_clock_inputs
set_output_delay [expr $clk_period * $clk_io_pct] -clock clk0 [all_outputs]
$ cat design/flow/config.mk
export PLATFORM = sky130hd
export DESIGN_NAME = ClockStateStorage
export DESIGN_NICKNAME = ClockStateStorage
export VERILOG_FILES = /design/flow/design.v
export SDC_FILE = /design/flow/constraint.sdc
export NUM_CORES = 4
export LEC_CHECK = 1
export CORE_UTILIZATION = 50
$ cat design/flow/design.v
module ClockStateStorage(
    input clk,
    input dip,
    input up, down, reset,
    input [2:0] cursorPos,
    output [5:0] second, minute, hour
);
    reg [26:0] secondIncrementCounter;
    reg [5:0] trueHour; 
    reg [5:0] trueMinute;
    reg [5:0] trueSecond;
    assign hour = dip ? trueHour : hourAs12Representation(trueHour);
    assign minute = trueMinute;
    assign second = trueSecond;
    initial begin
        trueSecond = 0;
        trueMinute = 0;
        trueHour = 0;
        secondIncrementCounter = 0;
    end
    always @(posedge clk) begin
        if (reset) begin
            trueSecond = 0;
            trueMinute = 0;
            trueHour = 0;
        end
        if (up) begin
            case (cursorPos)
                3'b001 : trueSecond = trueSecond < 59 ? trueSecond + 1 : 0;
                3'b010 : trueMinute = trueMinute < 59 ? trueMinute + 1 : 0;
                3'b100 : trueHour = trueHour < 23 ? trueHour + 1 : 0;
            endcase
        end
        if (down) begin
            case (cursorPos)
                3'b001 : trueSecond = trueSecond > 0 ? trueSecond - 1 : 59;
                3'b010 : trueMinute = trueMinute > 0 ? trueMinute - 1 : 59;
                3'b100 : trueHour = trueHour > 0 ? trueHour - 1 : 23;
            endcase
        end
        secondIncrementCounter <= secondIncrementCounter + 1;
        if (secondIncrementCounter == 27'd100000000) begin
            secondIncrementCounter <= 1;
            trueSecond <= trueSecond + 1;
            if (trueSecond == 6'd59) begin
                trueSecond <= 0;
                trueMinute <= trueMinute + 1;
                if (trueMinute == 6'd59) begin
                    trueMinute <= 0;
                    trueHour <= trueHour + 1;
                    if (trueHour == 6'd23) begin
                        trueHour <= 0;
                    end
                end
            end
        end
    end
    function [5:0] hourAs12Representation;
        input [5:0] inHour;
        begin
            if (inHour == 0)
                hourAs12Representation = 6'd12;
            else if (inHour > 0 & inHour <= 12)
                hourAs12Representation = inHour;
            else  
                hourAs12Representation = inHour - 6'd12;
        end
    endfunction
endmodule
$ cat design/flow/run.sh
#!/bin/bash
# OpenROAD 26Q1-2900-gdf79404cd8, Yosys 0.63+post, stock flow scripts
make -C /OpenROAD-flow-scripts/flow DESIGN_CONFIG=/design/flow/config.mk WORK_HOME=/design/flow/orfs finish
==> job_summary.md <==
## Implementation flow summary

| Metric | Value |
|---|---|
| Status | `finished, final reports clean` |
| Fin. Hold Viols | `0` |
| Net Switching | `264.3 uW` |
| Most used flip-flop cell after synthesis | `dfxtp_1` |
| Worst EP arrival | `4.92 ns` |
| Worst r2r dst | `trueHour[1]` |
| Biggest cell delay along the critical path | `0.48 ns` |
| Fraction of power spent switching nets | `29.25%` |
| Launch point of the worst reg-to-reg path | `trueSecond[0]` |
| Post-Layout Cell Count | `596` |
| Setup WS pre-CTS | `0.02959 ns` |
| Final Total Pwr | `903.3 uW` |
| Number of diodes | `0` |
| Worst hold path stage count | `2` |
| Share of the synthesized area in the top cell type | `24.50%` |
| Number of iterations in the first detailed-routing pass | `7` |
| # DRC | `0` |
| Clock tree from TritonCTS | `yes` |
| Sequential Power Share | `45.2%` |
| Post-Route Setup TNS | `0 ns` |
| Combined area of all synthesized cells | `3677 um2` |
| Post-Route Skew | `0.006480 ns` |
| Top cells, area | `dfxtp_1 24%, ha_1 5.4%, xnor2_1 5.2%` |
| Launch point of the critical path | `reset` |
| Post-layout utilization of the core | `61.50%` |
| Kind of end point of the critical path | `register` |
| Required time of the worst setup path | `5.19 ns` |
| Combinational gate area | `2640 um2` |
| Clock root buffer | `clkbuf_8` |
| Post-DR wirelength/cell | `14.31 um` |
| DRC marker count from the first detailed-route iteration | `186` |
| Worst path setup slack after routing | `0.2687 ns` |
| Tightest slew margin relative to the limit | `48.14%` |
| Cell-internal power | `639.0 uW` |
| Number of rows in the core area | `30` |
| Worst Setup EP | `trueHour[1]` |
| Die height | `87.76 um` |
| Fraction of synthesis flops using an asynchronous set or reset pin | `0%` |
| Final Max Slew Viols | `0` |
| Share of power burned in the clock network | `30.2%` |
| Post-layout min period | `4.731 ns` |
| WL final | `8.526 mm` |
| Final-layout fill cell count | `603` |
| Maximum fanout count along the critical path | `12` |
| Share of post-route cells with drive strength above 1 | `11.40%` |
| Startpoint types | `input pin` |
| Count of placed standard cells including taps | `588` |
| Areal power density over the cells | `211.5 nW/um2` |
| Count of input and output buffers | `25` |
| Largest vdd supply drop | `0.1616 mV` |
| Yosys stat chip area | `3677 um2` |
| Hold-fix buffers, CTS | `0` |
| RD Place Congestion | `0.9989` |
| Number of top-level pins | `26` |
| Setup CP Type | `in2reg` |
| Effective utilization at floorplan | `52.95%` |
| Full die area | `7702 um2` |
| Cts repair resizes | `0` |
| Via-per-instance ratio | `5.864` |
| Number of max-capacitance violations reported | `0` |
| Number of distinct library cells after synthesis | `79` |
| Via count of the routed design | `3,495` |
| Antenna viol nets, final | `0` |
| OpenROAD warning count | `31` |
| Horizontal die size | `87.76 um` |
| Post-CTS Setup Inserts | `0` |
| Number of synthesized register bits | `45` |
| Worst reg-to-reg path cell count | `16` |
| Hold WC Path Type | `reg2reg` |
| Combinational share of power | `24.6%` |
| Setup repair after global routing missed its margin | `no` |
| GR Overflow Total | `0` |
| Clock buffers created by TritonCTS | `5` |
| Slack of the worst reg-to-reg path | `1.02 ns` |
| Final count of negative-setup-slack endpoints | `0` |
| Critical-path top delay cell | `clkdlybuf4s50_1` |
| Insertion delay at the late pin of the worst-skew pair | `0.30 ns` |
| Layout Area Growth over Synthesis | `16.13%` |
| Average cell area after synthesis | `8.011 um2` |
| Cells after synthesis | `459` |
| First-pass GRT wire length | `14.46 mm` |
| Share of synthesized area occupied by flip-flops and latches | `24.50%` |
| Post-synth EDFFs | `0` |
| HPWL after detailed placement | `6.460 mm` |
| Number of global-route vias before repair | `3,103` |
| Number of warnings reported in the yosys synthesis log | `1` |
| Overall track demand over capacity in global routing | `23.66%` |
| Area used by sequential logic in the layout | `900.9 um2` |
| CP dominant cell by count | `ha_1` |
| Clock slew at reported path FFs | `0.08 ns` |
| Most instantiated cells after synthesis | `50 x nor2_1, 45 x dfxtp_1, 41 x nand2_1, 22 x xnor2_1, 21 x o21ai_0` |
| Antenna violations before repair | `0` |
| Leak | `1.640 nW` |
| Most frequently used cell type in the post-synthesis netlist | `nor2_1` |
| Dominant cell type by area after synthesis | `dfxtp_1` |
| CTS H-Tree Depth | `2` |
| Number of cells in the yosys synthesis report | `459` |
| Area of the core | `6944 um2` |
| Worst-case clock buffer depth | `2` |
| Cell Chain, Critical Path | `clkdlybuf4s50_1 -> nor2b_1 -> ha_1 -> nor2_1 -> o21a_1 -> mux2i_1 -> ha_1 -> o311ai_2 -> nor4_1 -> nor3_1 -> a21oi_2 -> ha_1 -> nand4_1 -> o21bai_1 -> nor3b_4 -> o2111a_2 -> mux2_2` |
| Maximum operating frequency | `211.4 MHz` |
| Number of clock sinks | `45` |
| Worst Max-Slew Pin Slew | `0.7674 ns` |
| Largest net degree at the start of global routing | `15` |
| Cycle use final | `94.63%` |
[routing by layer]
layer / global-route usage [%] / wire (um) / share of wire (%) / up-vias
met4: 3.428 / 110 / 1.3 / 0
met1: 37.69 / 4297 / 50 / 1607
met3: 2.385 / 391 / 4.6 / 11
met5: 0 / 0 / 0 / -
li1: - / - / - / 1787
met2: 36.22 / 3726 / 44 / 90
[layout by cell type, fill, tap and decap left out, types with 6 or more instances in the layout]
master,count
a211oi_1,9
nand4_1,10
nor4_1,10
nand4b_1,6
dfxtp_1,45
a21oi_1,16
and3_1,7
xor2_1,15
buf_4,25
nor2_1,50
a31oi_1,7
nor2b_1,12
xnor2_1,22
nand3_1,20
inv_1,16
clkdlybuf4s50_1,25
mux2i_1,6
ha_1,16
nor3_1,13
nand2_1,41
o21ai_0,21
[cells by family after synthesis]
group / after synthesis / share of synthesized area [%]
AND-OR/OR-AND: 104 / 21.10
XOR/XNOR: 37 / 8.812
adder cells (fa/ha/maj): 17 / 5.750
buffers and inverters: 33 / 3.981
flip-flops: 45 / 24.50
multiplexers: 10 / 2.858
AND/OR/NAND/NOR: 213 / 33.00
[area by class of cell]
cell class	instances	share of cell area, %
Multi-Input combinational cell	381	61.82
Sequential cell	45	21.10
Timing Repair Buffer	50	10.25
Tap cell	96	2.813
Clock buffer	6	1.699
Inverter	16	1.406
Clock inverter	2	0.9083
[critical path: cells and delay by family]
kind / cells / cell delay, ns
adders and majority gates: 3 / 0.62
and+or+nand+nor: 6 / 1.08
buffers and inverters: 1 / 0.48
AOI/OAI and AO/OA: 5 / 1.18
muxes: 2 / 0.57
[power groups by stage]
stage | logic (mW) | registers (mW) | clock network, mW
finish | 0.222 | 0.408 | 0.273
CTS | 0.221 | 0.408 | 0.281
global route | 0.247 | 0.412 | 0.293
[state kept, by name (all words and copies together), names as in the netlist]
name / count
secondIncrementCounter: 27
trueMinute: 6
trueHour: 6
trueSecond: 6
[worst min-delay path by stage]
stage,startpoint,endpoint,slack (ns)
finish,secondIncrementCounter[23],secondIncrementCounter[23],0.49
global route,secondIncrementCounter[0],secondIncrementCounter[0],0.52
CTS,secondIncrementCounter[23],secondIncrementCounter[23],0.50
[metrics by stage]
step | area [um2] | hold WS, ns
after global placement | 4159 | 0.4723
after CTS | 4270 | 0.4979
after detailed placement | 4159 | 0.4821
after global routing | 4270 | 0.5187
after floorplan | 3681 | 0.4388
final | 4270 | 0.4911
Power is estimated from default activity; no workload was simulated.
